<file path="design/flow/config.mk">
export PLATFORM = sky130hd
export DESIGN_NAME = traffic_control
export DESIGN_NICKNAME = traffic_control
export VERILOG_FILES = /design/flow/design.v
export SDC_FILE = /design/flow/constraint.sdc
export NUM_CORES = 4
export LEC_CHECK = 1
export CORE_AREA = 10 10 87 87
export DIE_AREA = 0 0 97 97
export SYNTH_HDL_FRONTEND = slang
</file>
<file path="design/flow/constraint.sdc">
current_design traffic_control

set clk_period 3.5
set clk_io_pct 0.2

create_clock -name clk0 -period $clk_period [get_ports {clk}]

set non_clock_inputs [all_inputs -no_clocks]
set_input_delay [expr $clk_period * $clk_io_pct] -clock clk0 $non_clock_inputs
set_output_delay [expr $clk_period * $clk_io_pct] -clock clk0 [all_outputs]
</file>
<file path="design/flow/design.v">
`timescale 1ns / 1ps
module traffic_control (
    input  logic        clk,
    input  logic        rst_a,
    input  logic        ped_request,            
    input  logic [3:0]  emergency_dir,          
    output logic [2:0]  n_lights,
    output logic [2:0]  s_lights,
    output logic [2:0]  e_lights,
    output logic [2:0]  w_lights
);
    localparam RED    = 3'b001;
    localparam YELLOW = 3'b010;
    localparam GREEN  = 3'b100;
    typedef enum logic [3:0] {
        N_GREEN, N_YELLOW,
        S_GREEN, S_YELLOW,
        E_GREEN, E_YELLOW,
        W_GREEN, W_YELLOW,
        ALL_RED_PEDESTRIAN,
        N_EMERGENCY, S_EMERGENCY, E_EMERGENCY, W_EMERGENCY
    } state_t;
    state_t current_state, next_state;
    logic [3:0] counter;
    localparam GREEN_TIME      = 4'd10;
    localparam YELLOW_TIME     = 4'd3;
    localparam PEDESTRIAN_TIME = 4'd5;
    localparam EMERGENCY_TIME  = 4'd6;
    always_ff @(posedge clk or posedge rst_a) begin
        if (rst_a) begin
            current_state <= N_GREEN;
            counter <= 0;
        end else begin
            case (current_state)
                ALL_RED_PEDESTRIAN: begin
                    if (counter == PEDESTRIAN_TIME) begin
                        current_state <= N_GREEN;
                        counter <= 0;
                    end else counter <= counter + 1;
                end
                N_EMERGENCY, S_EMERGENCY, E_EMERGENCY, W_EMERGENCY: begin
                    if (counter == EMERGENCY_TIME) begin
                        current_state <= N_GREEN;  
                        counter <= 0;
                    end else counter <= counter + 1;
                end
                default: begin
                    if (((current_state inside {N_GREEN, S_GREEN, E_GREEN, W_GREEN}) && counter == GREEN_TIME) ||
                        ((current_state inside {N_YELLOW, S_YELLOW, E_YELLOW, W_YELLOW}) && counter == YELLOW_TIME)) begin
                        current_state <= next_state;
                        counter <= 0;
                    end else counter <= counter + 1;
                end
            endcase
        end
    end
    always_comb begin
        if (emergency_dir[0]) next_state = N_EMERGENCY;
        else if (emergency_dir[1]) next_state = S_EMERGENCY;
        else if (emergency_dir[2]) next_state = E_EMERGENCY;
        else if (emergency_dir[3]) next_state = W_EMERGENCY;
        else if (ped_request) next_state = ALL_RED_PEDESTRIAN;
        else begin
            case (current_state)
                N_GREEN:   next_state = N_YELLOW;
                N_YELLOW:  next_state = S_GREEN;
                S_GREEN:   next_state = S_YELLOW;
                S_YELLOW:  next_state = E_GREEN;
                E_GREEN:   next_state = E_YELLOW;
                E_YELLOW:  next_state = W_GREEN;
                W_GREEN:   next_state = W_YELLOW;
                W_YELLOW:  next_state = N_GREEN;
                default:   next_state = N_GREEN;
            endcase
        end
    end
    always_comb begin
        n_lights = RED;
        s_lights = RED;
        e_lights = RED;
        w_lights = RED;
        case (current_state)
            N_GREEN, N_EMERGENCY: n_lights = GREEN;
            N_YELLOW:             n_lights = YELLOW;
            S_GREEN, S_EMERGENCY: s_lights = GREEN;
            S_YELLOW:             s_lights = YELLOW;
            E_GREEN, E_EMERGENCY: e_lights = GREEN;
            E_YELLOW:             e_lights = YELLOW;
            W_GREEN, W_EMERGENCY: w_lights = GREEN;
            W_YELLOW:             w_lights = YELLOW;
            ALL_RED_PEDESTRIAN: begin
                n_lights = RED;
                s_lights = RED;
                e_lights = RED;
                w_lights = RED;
            end
        endcase
    end
endmodule
</file>
<file path="design/flow/run.sh">
#!/bin/bash
# OpenROAD 26Q1-2900-gdf79404cd8, Yosys 0.63+post, stock flow scripts
make -C /OpenROAD-flow-scripts/flow DESIGN_CONFIG=/design/flow/config.mk WORK_HOME=/design/flow/orfs finish
</file>
==> impl_metrics.prom <==
# HELP chip_impl_metric Synthesis and place-and-route metrics
# TYPE chip_impl_metric gauge
chip_impl_metric{name="fp.dieW",unit="um"} 97
chip_impl_metric{name="clk_pin_slew_worst_paths",unit="ns"} 0.04
chip_impl_info{name="rsz0062_at_grt",value="false"} 1
chip_impl_info{name="timing.setup.critical_path_class",value="reg2out"} 1
chip_impl_metric{name="seq_power_share",unit="%"} 44.3
chip_impl_metric{name="routed_via_density",unit=""} 4.022
chip_impl_metric{name="synth_cell_type_count",unit=""} 34
chip_impl_metric{name="final-comb-area",unit="um^2"} 560.5
chip_impl_metric{name="min_period",unit="ns"} 2.684
chip_impl_metric{name="grt.overflow.total",unit=""} 0
chip_impl_metric{name="first_global_vias",unit=""} 808
chip_impl_metric{name="die-height",unit="um"} 97
chip_impl_metric{name="final-hold-violation-count",unit=""} 0
chip_impl_metric{name="ys_ff",unit=""} 8
chip_impl_metric{name="cp_slowest_stage_delay",unit="ns"} 0.49
chip_impl_metric{name="clock_path_buffers",unit=""} 2
chip_impl_metric{name="numClockSinks",unit=""} 8
chip_impl_metric{name="timing.final.max_slew_violations",unit=""} 0
chip_impl_metric{name="fin_ws",unit="ns"} 0.8155
chip_impl_info{name="crit_family",value="buffers and inverters"} 1
chip_impl_metric{name="instance_area_after_placement",unit="um^2"} 1061
chip_impl_info{name="logic_family",value="simple AND/OR/NAND/NOR gates"} 1
chip_impl_metric{name="synthesis.yosys.warnings",unit=""} 0
chip_impl_metric{name="dr.first_iter.drc_count",unit=""} 18
chip_impl_info{name="crit_chain",value="inv_1 > ha_1 > nand2_1 > a21oi_1 > clkdlybuf4s50_1"} 1
chip_impl_metric{name="placement.setup.worst_slack",unit="ns"} 1.066
chip_impl_metric{name="cts_htree_levels",unit=""} 1
chip_impl_metric{name="power.internal",unit="uW"} 173.9
chip_impl_metric{name="ios",unit=""} 19
chip_impl_metric{name="hold_ws",unit="ns"} 0.5040
chip_impl_metric{name="number_of_buffer_and_inverter_instances_along_the_worst_setup_path",unit=""} 2
chip_impl_metric{name="setup_tns",unit="ns"} 0
chip_impl_metric{name="number_of_antenna_violations_at_the_first_check_in_global_routing",unit=""} 0
chip_impl_metric{name="grt_start_max_net_pins",unit=""} 17
chip_impl_metric{name="routed_wire_length_per_instance",unit="um"} 10.94
chip_impl_metric{name="hold_buffers",unit=""} 0
chip_impl_metric{name="timing.final.setup_violations",unit=""} 0
chip_impl_metric{name="fin_total_pwr",unit="uW"} 209.9
chip_impl_metric{name="power_frac_clock",unit="%"} 50.0
chip_impl_metric{name="cts_made_buffers",unit=""} 3
chip_impl_info{name="synth-main-ff-cell",value="dfrtp_1"} 1
chip_impl_metric{name="ant_nets",unit=""} 0
chip_impl_metric{name="postSynthCellCount",unit=""} 94
chip_impl_metric{name="yosys_cells",unit=""} 94
chip_impl_metric{name="drc",unit=""} 0
chip_impl_metric{name="finalInstanceArea",unit="um^2"} 1102
chip_impl_metric{name="detailedRoute.firstPassIterationCount",unit=""} 3
chip_impl_metric{name="netlist_area_before_placement",unit="um^2"} 800.8
chip_impl_metric{name="coreArea",unit="um^2"} 5642
chip_impl_metric{name="cts-resized-gates",unit=""} 0
chip_impl_metric{name="switching_share_of_power",unit="%"} 17.17
chip_impl_info{name="outcome",value="finished, final reports clean"} 1
chip_impl_info{name="final_common_cell",value="clkdlybuf4s50_1"} 1
chip_impl_metric{name="worst_setup_skew_after_layout",unit="ns"} 0.0004669
chip_impl_info{name="crit_slowest_cell",value="clkdlybuf4s50_1"} 1
chip_impl_metric{name="p_leak",unit="nW"} 0.4592
chip_impl_info{name="worst_setup_path_start_kind",value="register"} 1
chip_impl_metric{name="placedCellCount",unit=""} 182
chip_impl_metric{name="finalCoreUtilization",unit="%"} 19.54
chip_impl_metric{name="fillerInstances",unit=""} 622
chip_impl_metric{name="cts_setup_buffers",unit=""} 0
chip_impl_metric{name="track_usage",unit="%"} 4.149
chip_impl_metric{name="max_slew.worst_pin.slew",unit="ns"} 0.5072
chip_impl_metric{name="count_of_buffers_from_port_buffering",unit=""} 18
chip_impl_info{name="most-common-layout-cells",value="18 x clkdlybuf4s50_1, 10 x nor2_1, 10 x ha_1"} 1
chip_impl_metric{name="cp_data_arrival_time",unit="ns"} 1.98
chip_impl_metric{name="fmax",unit="MHz"} 372.5
chip_impl_metric{name="grt_first_pass_wirelength",unit="um"} 3512
chip_impl_metric{name="yosys.stat.chipArea",unit="um^2"} 800.8
chip_impl_metric{name="vdd_ir_drop_max",unit="mV"} 0.07714
chip_impl_info{name="crit_path_end_kind",value="primary output"} 1
chip_impl_metric{name="ff_latch_area",unit="um^2"} 200.2
chip_impl_info{name="cts_tree",value="built"} 1
chip_impl_metric{name="place_hpwl",unit="um"} 1636
chip_impl_info{name="worstHoldPathType",value="reg2reg"} 1
chip_impl_metric{name="cp.required",unit="ns"} 2.80
chip_impl_metric{name="synth_compound_gate_area_share",unit="%"} 24.22
chip_impl_metric{name="area_growth_syn_to_layout",unit="%"} 37.66
chip_impl_metric{name="async_flop_share",unit="%"} 100.0
chip_impl_metric{name="total_switching_power",unit="uW"} 36.05
chip_impl_metric{name="edf_count",unit=""} 0
chip_impl_metric{name="slew_headroom",unit="%"} 65.71
chip_impl_metric{name="syn_area_per_cell",unit="um^2"} 8.519
chip_impl_metric{name="worstPathMaxFanout",unit=""} 6
chip_impl_metric{name="finalWirelength",unit="um"} 2023
chip_impl_metric{name="stage_log_warnings",unit=""} 33
chip_impl_metric{name="p_comb_share",unit="%"} 5.7
chip_impl_metric{name="final_layout_size_suffix_gt1_share",unit="%"} 6.195
chip_impl_metric{name="simple_gate_share",unit="%"} 25.31
chip_impl_metric{name="synth-xor-area-share",unit="%"} 2.188
chip_impl_info{name="clock-root-buffer",value="clkbuf_8"} 1
chip_impl_metric{name="instances_no_fill",unit=""} 185
chip_impl_metric{name="mux_area_share",unit="%"} 2.656
chip_impl_metric{name="vias",unit=""} 744
chip_impl_metric{name="rows",unit=""} 27
chip_impl_metric{name="drv_cap",unit=""} 0
chip_impl_metric{name="seq_area_frac_synth",unit="%"} 25.00
chip_impl_metric{name="synthAdderAreaFrac",unit="%"} 15.63
chip_impl_metric{name="n_antenna_cell",unit=""} 0
chip_impl_metric{name="clk_latency",unit="ns"} 0.22
chip_impl_metric{name="initCoreUtil",unit="%"} 14.19
chip_impl_metric{name="chip_area",unit="um^2"} 9409
chip_impl_metric{name="power.density",unit="nW/um^2"} 190.5
chip_impl_metric{name="gp_routability_congestion",unit=""} 0.8233
chip_impl_metric{name="finalClockPeriodUsage",unit="%"} 76.70
## routing by layer
layer  GRT usage, %  part of all wire [%]
met1          4.507                    45
met2          7.004                    44
met3          2.149                   8.4
met4         0.9019                   1.5
met5              0                     0
## path summary, 6_finish.rpt
kind,endpoint,slack (ns),cells after the start,start
min in group asynchronous,current_state[2]$_DFFE_PP0P_,0.73,2,rst_a
hold reg to reg,counter[0]$_DFF_PP0_,0.50,1,counter[0]$_DFF_PP0_
setup reg to reg,counter[1]$_DFF_PP0_,1.36,6,current_state[0]$_DFFE_PP0P_
max in group asynchronous,counter[1]$_DFF_PP0_,2.53,2,rst_a
setup / recovery,w_lights[2],0.82,5,current_state[0]$_DFFE_PP0P_
hold / removal,counter[0]$_DFF_PP0_,0.50,1,counter[0]$_DFF_PP0_
## cells by family after synthesis
| logic type | count (synthesis) |
|---|---|
| simple gates | 37 |
| compound gates | 25 |
| mux | 2 |
| xor+xnor | 2 |
| buf+inv | 10 |
| flops | 8 |
| fa+ha+maj | 10 |
## area by class of cell
| type | instances | area share, % |
|---|---|---|
| clock buffer | 3 | 3.746 |
| sequential | 8 | 18.16 |
| inverter | 8 | 2.724 |
| multi-input combinational | 76 | 50.85 |
| tap | 72 | 8.173 |
| timing repair buffer | 18 | 16.35 |
## power groups by stage
stage                 Sequential [mW]  Combinational, mW  Clock [mW]
after CTS                      0.0930             0.0121       0.109
after global routing           0.0929             0.0132       0.114
final                          0.0930             0.0119       0.105
## sequential cells by signal, indices dropped and copies added, names as in the netlist
register / cells
counter: 4
current_state: 4
## Yosys cell counts, types with 2 or more instances
cell	number	area [um^2]
nand4_1	3	18.77
o21ai_0	3	15.01
ha_1	10	125.1
o21ai_1	2	10.01
and2_1	2	12.51
a211oi_1	2	15.01
nor2b_1	5	31.28
inv_1	8	30.03
nor3_1	2	10.01
nor4b_1	2	17.52
and3_1	2	12.51
nand2_1	5	18.77
dfrtp_1	8	200.2
buf_2	2	10.01
o211ai_1	3	22.52
nor2_1	10	37.54
nand3_1	3	15.01
a21oi_1	6	30.03
Power is estimated from default activity; no workload was simulated.
